==> flow/design.v <==
package vproc_pkg;
typedef enum {
    VREG_GENERIC     = 0,
    VREG_XLNX_RAM32M = 1,
    VREG_ASIC        = 2
} vreg_type;
parameter int unsigned VLSU_FLAGS_W = 1;
typedef enum {
    VLSU_ALIGNED_UNITSTRIDE = 0   
} vlsu_flag;
parameter int unsigned BUF_FLAGS_W = 12;
typedef enum {
    BUF_DEQUEUE              = 0,   
    BUF_VREG_RD              = 1,   
    BUF_OPERANDS             = 2,   
    BUF_RESULTS              = 3,   
    BUF_VLSU_REQUEST         = 4,   
    BUF_VLSU_RDATA           = 5,   
    BUF_VALU_INTERMEDIATE    = 6,   
    BUF_VMUL_MUL_IN          = 7,   
    BUF_VMUL_MUL_OUT         = 8,   
    BUF_VREG_WR_MUX_TIMEPRED = 9,   
    BUF_VREG_WR              = 10,  
    BUF_VREG_PEND            = 11   
} buf_flag;
typedef enum {
    MUL_GENERIC      = 0,
    MUL_XLNX_DSP48E1 = 1
} mul_type;
typedef enum logic [1:0] {
    INSTR_INVALID,
    INSTR_SPECULATIVE,
    INSTR_COMMITTED,
    INSTR_KILLED
} instr_state;
typedef enum logic [1:0] {
    VSEW_8       = 2'b00,
    VSEW_16      = 2'b01,
    VSEW_32      = 2'b10,
    VSEW_INVALID = 2'b11
} cfg_vsew;
typedef enum logic [2:0] {
    LMUL_INVALID = 3'b100,
    LMUL_F8      = 3'b101,
    LMUL_F4      = 3'b110,
    LMUL_F2      = 3'b111,
    LMUL_1       = 3'b000,
    LMUL_2       = 3'b001,
    LMUL_4       = 3'b010,
    LMUL_8       = 3'b011
} cfg_lmul;
typedef enum logic [1:0] {
    EMUL_1 = 2'b00,
    EMUL_2 = 2'b01,
    EMUL_4 = 2'b10,
    EMUL_8 = 2'b11
} cfg_emul;
typedef enum logic [1:0] {
    EVL_DEFAULT,  
    EVL_1,        
    EVL_MASK,     
    EVL_MAX       
} evl_policy;
typedef enum logic [1:0] {
    OP_SINGLEWIDTH,   
    OP_WIDENING,      
    OP_WIDENING_VS2,  
    OP_NARROWING      
} op_widenarrow;
typedef enum logic [1:0] {
    VXRM_RNU = 2'b00,    
    VXRM_RNE = 2'b01,    
    VXRM_RDN = 2'b10,    
    VXRM_ROD = 2'b11     
} cfg_vxrm;
typedef enum logic [2:0] {
    UNIT_LSU,
    UNIT_ALU,
    UNIT_MUL,
    UNIT_SLD,
    UNIT_ELEM,
    UNIT_CFG
} op_unit;
parameter int unsigned UNIT_CNT = 5;
typedef enum logic [1:0] {
    COUNT_INC_1,
    COUNT_INC_2,
    COUNT_INC_4,
    COUNT_INC_MAX
} count_inc_e;
typedef enum logic [1:0] {
    LSU_UNITSTRIDE,
    LSU_STRIDED,
    LSU_INDEXED
} lsu_stride;
typedef struct packed {
    logic       masked;
    logic       store;
    lsu_stride  stride;
    cfg_vsew    eew;
    logic [2:0] nfields;
    logic [3:0] unused;
} op_mode_lsu;
typedef enum logic [1:0] {
    ALU_SEL_CARRY,
    ALU_SEL_OVFLW,
    ALU_SEL_LT,
    ALU_SEL_MASK
} opcode_alu_sel;
typedef enum logic [1:0] {
    ALU_SHIFT_VSLL,
    ALU_SHIFT_VSRL,
    ALU_SHIFT_VSRA
} opcode_alu_shift;
typedef enum logic [2:0] {
    ALU_VADD,
    ALU_VSADD,
    ALU_VAND,
    ALU_VOR,
    ALU_VXOR,
    ALU_VSHIFT,
    ALU_VSEL,
    ALU_VSELN
} opcode_alu_res;
typedef enum logic [2:0] {
    ALU_CMP_CMP,
    ALU_CMP_CMPN,
    ALU_CMP_EQ,
    ALU_CMP_NE
} opcode_alu_cmp;
typedef enum logic [1:0] {
    ALU_MASK_NONE,   
    ALU_MASK_WRITE,  
    ALU_MASK_CARRY,  
    ALU_MASK_SEL     
} opcode_alu_mask;
typedef struct packed {
    logic           cmp;         
    union packed {
        opcode_alu_sel   sel;
        opcode_alu_shift shift;
    } opx1;
    union packed {
        opcode_alu_res res;
        opcode_alu_cmp cmp;
    } opx2;
    opcode_alu_mask op_mask;
    logic           shift_op;    
    logic           inv_op1;     
    logic           inv_op2;     
    logic           sat_res;     
    logic           sigext;
} op_mode_alu;
typedef enum logic [1:0] {
    MUL_VMUL,    
    MUL_VMULH,   
    MUL_VSMUL,   
    MUL_VMACC    
} opcode_mul;
typedef struct packed {
    logic       masked;
    opcode_mul  op;
    logic       accsub;      
    logic       op1_signed;
    logic       op2_signed;
    logic       op2_is_vd;
    logic [5:0] unused;
} op_mode_mul;
typedef enum logic [0:0] {
    SLD_UP,
    SLD_DOWN
} opcode_sld_dir;
typedef struct packed {
    logic          masked;
    opcode_sld_dir dir;     
    logic          slide1;  
    logic [9:0] unused;
} op_mode_sld;
typedef enum logic [3:0] {
    ELEM_XMV,
    ELEM_VPOPC,
    ELEM_VFIRST,
    ELEM_VID,
    ELEM_VIOTA,
    ELEM_VRGATHER,
    ELEM_VCOMPRESS,
    ELEM_FLUSH,
    ELEM_VREDSUM,
    ELEM_VREDAND,
    ELEM_VREDOR,
    ELEM_VREDXOR,
    ELEM_VREDMINU,
    ELEM_VREDMIN,
    ELEM_VREDMAXU,
    ELEM_VREDMAX
} opcode_elem;
typedef struct packed {
    logic       masked;
    opcode_elem op;
    logic       sigext;
    logic       xreg;
    logic [5:0] unused;
} op_mode_elem;
typedef enum logic [3:0] {
    CFG_VSETVL,
    CFG_VTYPE_READ,
    CFG_VL_READ,
    CFG_VLENB_READ,
    CFG_VSTART_WRITE,
    CFG_VSTART_SET,
    CFG_VSTART_CLEAR,
    CFG_VXSAT_WRITE,
    CFG_VXSAT_SET,
    CFG_VXSAT_CLEAR,
    CFG_VXRM_WRITE,
    CFG_VXRM_SET,
    CFG_VXRM_CLEAR,
    CFG_VCSR_WRITE,
    CFG_VCSR_SET,
    CFG_VCSR_CLEAR
} cfg_csr_op;
typedef struct packed {
    cfg_csr_op  csr_op;
    cfg_vsew    vsew;
    cfg_lmul    lmul;
    logic [1:0] agnostic;
    logic       vlmax;
    logic       keep_vl;
} op_mode_cfg;
typedef union packed {
    logic [12:0]  unused;
    op_mode_lsu  lsu;
    op_mode_alu  alu;
    op_mode_mul  mul;
    op_mode_sld  sld;
    op_mode_elem elem;
    op_mode_cfg  cfg;
} op_mode;
typedef struct packed {
    logic vreg;
    logic xreg;
    struct packed {
       logic [4:0]  vaddr;
       logic [31:0] xval;
    } r;
} op_regs;
typedef struct packed {
    logic       vreg;
    logic [4:0] addr;
} op_regd;
typedef struct packed {
    logic shift;
    logic hold;
    logic vreg;
    logic elemwise;
    logic narrow;
    logic sigext;
} unpack_flags;
typedef struct packed {
    logic       shift;
    logic       elemwise;
    logic       narrow;
    logic       saturate;
    logic       sig;
    logic [2:0] mul_idx;
} pack_flags;
endpackage
interface vproc_xif #(
        parameter int unsigned X_NUM_RS    =  2,   
        parameter int unsigned X_ID_WIDTH  =  3,   
        parameter int unsigned X_MEM_WIDTH =  32,  
        parameter int unsigned X_RFR_WIDTH =  32,  
        parameter int unsigned X_RFW_WIDTH =  32,  
        parameter logic [31:0] X_MISA      =  '0   
    );
    typedef struct packed {
        logic [           31:0]                  instr;      
        logic [            1:0]                  mode;       
        logic [X_ID_WIDTH -1:0]                  id;         
        logic [X_NUM_RS   -1:0][X_RFR_WIDTH-1:0] rs;         
        logic [X_NUM_RS   -1:0]                  rs_valid;   
    } x_issue_req_t;
    typedef struct packed {
        logic       accept;      
        logic       writeback;   
        logic       dualwrite;   
        logic [2:0] dualread;    
        logic       loadstore;   
        logic       exc;         
    } x_issue_resp_t;
    typedef struct packed {
        logic [X_ID_WIDTH-1:0] id;           
        logic                  commit_kill;  
    } x_commit_t;
    typedef struct packed {
        logic [X_ID_WIDTH   -1:0] id;        
        logic [             31:0] addr;      
        logic [              1:0] mode;      
        logic                     we;        
        logic [              2:0] size;      
        logic [X_MEM_WIDTH/8-1:0] be;        
        logic [              1:0] attr;      
        logic [X_MEM_WIDTH  -1:0] wdata;     
        logic                     last;      
        logic                     spec;      
    } x_mem_req_t;
    typedef struct packed {
        logic       exc;       
        logic [5:0] exccode;   
        logic       dbg;       
    } x_mem_resp_t;
    typedef struct packed {
        logic [X_ID_WIDTH -1:0] id;      
        logic [X_MEM_WIDTH-1:0] rdata;   
        logic                   err;     
        logic                   dbg;     
    } x_mem_result_t;
    typedef struct packed {
        logic [X_ID_WIDTH -   1:0] id;       
        logic [X_RFW_WIDTH-   1:0] data;     
        logic [               4:0] rd;       
        logic [X_RFW_WIDTH/32-1:0] we;       
        logic                      exc;      
        logic [               5:0] exccode;  
        logic                      err;      
        logic                      dbg;      
    } x_result_t;
    logic               issue_valid;
    logic               issue_ready;
    x_issue_req_t       issue_req;
    x_issue_resp_t      issue_resp;
    logic               commit_valid;
    x_commit_t          commit;
    logic               mem_valid;
    logic               mem_ready;
    x_mem_req_t         mem_req;
    x_mem_resp_t        mem_resp;
    logic               mem_result_valid;
    x_mem_result_t      mem_result;
    logic               result_valid;
    logic               result_ready;
    x_result_t          result;
    modport cpu_issue (
        output issue_valid,
        input  issue_ready,
        output issue_req,
        input  issue_resp
    );
    modport cpu_commit (
        output commit_valid,
        output commit
    );
    modport cpu_mem (
        input  mem_valid,
        output mem_ready,
        input  mem_req,
        output mem_resp
    );
    modport cpu_mem_result (
        output mem_result_valid,
        output mem_result
    );
    modport cpu_result (
        input  result_valid,
        output result_ready,
        input  result
    );
    modport coproc_issue (
        input  issue_valid,
        output issue_ready,
        input  issue_req,
        output issue_resp
    );
    modport coproc_commit (
        input  commit_valid,
        input  commit
    );
    modport coproc_mem (
        output mem_valid,
        input  mem_ready,
        output mem_req,
        input  mem_resp
    );
    modport coproc_mem_result (
        input  mem_result_valid,
        input  mem_result
    );
    modport coproc_result (
        output result_valid,
        input  result_ready,
        output result
    );
endinterface
module vproc_queue #(
        parameter int unsigned   WIDTH = 8,    
        parameter int unsigned   DEPTH = 8,    
        parameter bit            FLOW  = 1'b0  
    )(
        input  logic             clk_i,
        input  logic             async_rst_ni,
        input  logic             sync_rst_ni,
        output logic             enq_ready_o,
        input  logic             enq_valid_i,
        input  logic [WIDTH-1:0] enq_data_i,
        input  logic             deq_ready_i,
        output logic             deq_valid_o,
        output logic [WIDTH-1:0] deq_data_o,
        output logic [WIDTH-1:0] flags_any_o,
        output logic [WIDTH-1:0] flags_all_o
    );
    logic [WIDTH-1:0]         data[DEPTH];
    logic [$clog2(DEPTH)-1:0] rd_pos_q,  rd_pos_d;   
    logic [$clog2(DEPTH)-1:0] wr_pos_q,  wr_pos_d;   
    logic                     last_wr_q, last_wr_d;  
    always_ff @(posedge clk_i or negedge async_rst_ni) begin
        if (~async_rst_ni) begin
            rd_pos_q  <= '0;
            wr_pos_q  <= '0;
            last_wr_q <= '0;
        end
        else if (~sync_rst_ni) begin
            rd_pos_q  <= '0;
            wr_pos_q  <= '0;
            last_wr_q <= '0;
        end else begin
            rd_pos_q  <= rd_pos_d;
            wr_pos_q  <= wr_pos_d;
            last_wr_q <= last_wr_d;
        end
    end
    logic empty, full;
    assign empty = (rd_pos_q == wr_pos_q) & ~last_wr_q;
    assign full  = (rd_pos_q == wr_pos_q) &  last_wr_q;
    always_ff @(posedge clk_i) begin
        if (~full) begin
            data[wr_pos_q] <= enq_data_i;
        end
    end
    logic push, pop;
    always_comb begin
        push        = 1'b0;
        pop         = 1'b0;
        enq_ready_o = 1'b0;
        deq_valid_o = 1'b0;
        deq_data_o  = data[rd_pos_q];
        if (~full) begin
            push        = enq_valid_i & (~FLOW | ~empty | ~deq_ready_i);
            enq_ready_o = 1'b1;
        end
        if (~empty) begin
            pop         = deq_ready_i;
            deq_valid_o = 1'b1;
        end
        else if (FLOW) begin
            deq_valid_o = enq_valid_i;
            deq_data_o  = enq_data_i;
        end
    end
    always_comb begin
        rd_pos_d  = rd_pos_q;
        wr_pos_d  = wr_pos_q;
        last_wr_d = last_wr_q;
        if (push) begin
            wr_pos_d  = (wr_pos_q == $clog2(DEPTH)'(DEPTH-1)) ? '0 : wr_pos_q + $clog2(DEPTH)'(1);
            last_wr_d = 1'b1;
        end
        if (pop) begin
            rd_pos_d  = (rd_pos_q == $clog2(DEPTH)'(DEPTH-1)) ? '0 : rd_pos_q + $clog2(DEPTH)'(1);
            last_wr_d = 1'b0;
        end
    end
    logic [DEPTH-1:0] entry_valid;
    always_comb begin
        entry_valid = '0;
        if (rd_pos_q == wr_pos_q) begin
            entry_valid = {DEPTH{last_wr_q}};
        end else begin
            for (int i = 0; i < DEPTH; i++) begin
                if (rd_pos_q < wr_pos_q) begin
                    entry_valid[i] = (i >= rd_pos_q) & (i < wr_pos_q);
                end else begin
                    entry_valid[i] = (i >= rd_pos_q) | (i < wr_pos_q);
                end
            end
        end
    end
    always_comb begin
        flags_any_o = {WIDTH{1'b0}};
        flags_all_o = {WIDTH{1'b1}};
        for (int i = 0; i < DEPTH; i++) begin
            if (entry_valid[i]) begin
                flags_any_o |= data[i];
                flags_all_o &= data[i];
            end
        end
    end
endmodule
==> flow/run.sh <==
#!/bin/bash
# OpenROAD 26Q1-2900-gdf79404cd8, Yosys 0.63+post, stock flow scripts
make -C /OpenROAD-flow-scripts/flow DESIGN_CONFIG=/design/flow/config.mk WORK_HOME=/design/flow/orfs finish
==> flow/config.mk <==
export PLATFORM = sky130hd
export DESIGN_NAME = vproc_queue
export DESIGN_NICKNAME = vproc_queue
export VERILOG_FILES = /design/flow/design.v
export SDC_FILE = /design/flow/constraint.sdc
export NUM_CORES = 4
export LEC_CHECK = 1
export CORE_UTILIZATION = 40
==> flow/constraint.sdc <==
current_design vproc_queue

set clk_period 3.6
set clk_io_pct 0.2

create_clock -name clk0 -period $clk_period [get_ports {clk_i}]

set non_clock_inputs [all_inputs -no_clocks]
set_input_delay [expr $clk_period * $clk_io_pct] -clock clk0 $non_clock_inputs
set_output_delay [expr $clk_period * $clk_io_pct] -clock clk0 [all_outputs]
==> run notes <==
flow finished, numbers: status completed, total routed wirelength 13090 µm, Max-slew headroom 68.73%, share of cells above drive strength 1 30.21%, chip width 102.2 µm, synth-to-layout area growth 34.52%, n_diodes 0, Fmax 283.0 MHz, Distinct cells, synth 53, CP Class register to primary output, port bufs 38, CP startpoint rd_pos_q[1], gr ovfl total 0, Die Size 0.01045 mm², YS warnings 1, Residual DRC 0, Global Route Usage Sum 26.96%, Routed WL per cell 23.37 µm, CTS root buf clkbuf_8, final cycle utilization of the critical path 98.17%, Initial DRT Pass Iterations 8, RSZ-0062 raised after global routing true, largest net degree at the start of global routing 24, first-pass GRT wire length 18980 µm, Core Region 0.009774 mm², Clock Skews 6.985 ps, post-synthesis cell area 0.004016 mm², worst slew pin tran 467.4 ps, final setup margin 66.05 ps, Worst Path Required 2880 ps, worst r2r src wr_pos_q[1], Routability Congestion 0.9698, setup_tns 0 ps, Tmin final 3534 ps, DIE HEIGHT 102.2 µm, clk sinks 71, P per Cell Area 626.5 mW/mm², Largest type area fraction 47.85%, worst r2r path cells 8, TritonCTS clock tree built, Core Rows 36, Worst Path Max Fanout 7, Final Setup Violations 0, tool warnings 28, Post-synth regs 71, FF-to-FF End data[7][4], crit end category primary output, Chip Area, Yosys 0.004016 mm², Setup crit end flags_all_o[0], FP Core Util 41.09%, clk slew on worst S/H paths 80 ps, Leak 1.938 nW, fin util 55.27%, sequential area share after synthesis 52.21%, worst vdd ir 0.3516 mV, Data arrival, critical path 2810 ps, Top area cell types edfxtp_1, mux4_2, mux4_1, vias in the first global route 3425, Clock Path Buffers 2, via count 3571, Synth async-reset ratio 9.859%, max-slew violation count 0, EDFF count, synth 64, Setup Slack @ Placement 132.8 ps, type of origin of the critical path register, max cap viols 0, placed cells 524, non-filler cells, final 560, I/O Pins 39, htree depth 3, post-route antenna net violation count 0, Clock Latency Late Sink 350 ps, antenna violations before repair 0, cells in synth_stat.txt 339, Detailed Route Iter0 Violations 368, Vias/cell 6.377, Post-Syn Instances 339, CTS hold repair buffers 0, Most common reg cell edfxtp_1, half-perimeter wire length after placement 8298 µm, Final Hold Viols 0, Num CTS Buffers 9, leading area contributor after synthesis edfxtp_1, Avg Cell Area, Syn 11.85 µm², r2r setup slk 1230 ps, worst min path class input pin to async pin
-- through the flow --
stage,area (µm²),total power [mW],hold WS (ps)
after floorplan,4016,1.731,424.4
after global placement,4725,2.337,649.2
after detailed placement,4725,2.338,637.1
after CTS,5105,3.167,636.9
after global routing,5403,3.535,644.5
final,5403,3.385,642.9
-- layout make-up --
type / count / area (µm²)
Fill cell: 816 / 4372
Sequential cell: 71 / 2098
Multi-Input combinational cell: 241 / 2047
Timing Repair Buffer: 91 / 830.8
Tap cell: 133 / 166.4
Clock buffer: 9 / 123.9
Clock inverter: 7 / 95.09
Inverter: 8 / 41.29
-- per-layer routing --
| metal | routed length (µm) | up-vias | track usage (%) |
|---|---|---|---|
| met5 | 0 | - | 0 |
| met3 | 1894 | 50 | 15.23 |
| met2 | 5804 | 307 | 38.62 |
| met1 | 4913 | 1654 | 38.03 |
| met4 | 473 | 0 | 5.824 |
| li1 | - | 1560 | - |
-- layout by cell type (no fill, tap or decap), types with 3 or more instances in the layout --
master / n
o221ai_1: 15
ha_4: 3
a32oi_1: 9
a21oi_1: 9
o21ai_1: 10
nor2b_1: 3
mux4_2: 9
clkdlybuf4s50_1: 34
o21ai_0: 3
nor3_2: 7
nor2_1: 19
nand3_1: 12
nand2b_1: 7
clkbuf_8: 9
buf_6: 4
dfrtp_1: 6
mux4_1: 7
a222oi_1: 12
dlymetal6s2s_1: 4
edfxtp_1: 64
nor2_4: 3
a21o_1: 3
o22ai_1: 5
buf_4: 46
nand2_1: 40
nor3_1: 9
a21boi_0: 4
o21ai_2: 5
ha_1: 6
-- synthesized netlist by cell type, types with 2 or more instances --
library cell  number
inv_2              3
mux4_1             7
ha_1               9
buf_1              3
nor3_1            16
o22ai_1            7
nand3_1           12
nand2_1           42
inv_1              3
o21ai_0           12
o21a_1             3
clkbuf_1           7
and2_1             3
a21o_1             3
a32oi_1            9
o221ai_1          16
a21boi_0           4
edfxtp_1          64
o21ai_1            7
nor2_1            21
o211ai_1           2
a21oi_1           11
maj3_2             2
buf_2              9
nor2b_1            4
nand2b_1           8
mux4_2             9
dfrtp_1            7
a222oi_1          12
-- cells by family after synthesis --
group | after synthesis | share of synthesized area (%)
simple gates | 113 | 12.90
flops | 71 | 52.21
mux | 16 | 9.626
compound gates | 99 | 18.50
buf+inv | 28 | 3.146
fa+ha+maj | 12 | 3.614
-- flip-flops by register name (all words and copies together), names as in the netlist --
| signal | cells |
|---|---|
| wr_pos_q | 3 |
| rd_pos_q | 3 |
| data | 64 |
| last_wr_q | 1 |
-- where the power goes --
group	leakage (nW)	switching (mW)	total, mW	internal (mW)
combinational	1.15	0.877	1.70	0.819
clock	0.112	0.309	0.701	0.392
sequential	0.679	0.0368	0.988	0.951
total	1.94	1.22	3.38	2.16
-- timing repair --
action	in CTS	in global routing
gates resized	36	46
gates cloned	1	2
pin swaps	8	26
endpoints found under the setup margin	16	16
setup buffers	3	14
-- critical path: stages (launching register included) --
cell and delay, ps:
dfrtp_2 460, ha_4 330, nand2b_4 70, a21oi_4 170, buf_6 160, a211oi_4 50, or3_4 400, buf_4 170
o22ai_1 160, nor3_2 80, clkdlybuf4s50_1 410
-- worst min path at each step --
| stage | endpoint | from | slack [ps] | depth (start not counted) |
|---|---|---|---|---|
| CTS | rd_pos_q[0] | async_rst_ni | 640 | 1 |
| global route | rd_pos_q[0] | async_rst_ni | 640 | 1 |
| finish | rd_pos_q[0] | async_rst_ni | 640 | 1 |
Power is estimated from default activity; no workload was simulated.
